File: flow/design.v
module encoder_counter #(
    parameter COUNTER_WIDTH = 32,
    parameter VELOCITY_WIDTH = 16,
    parameter FILTER_STAGES = 3,
    parameter VELOCITY_SAMPLE_PERIOD = 1000
)(
    input wire clk,
    input wire rst_n,
    input wire enc_a,
    input wire enc_b,
    input wire enc_z,
    input wire enable,
    input wire clear_count,
    input wire set_count,
    input wire [COUNTER_WIDTH-1:0] count_value,
    input wire clear_velocity,
    output reg [COUNTER_WIDTH-1:0] position,
    output reg [VELOCITY_WIDTH-1:0] velocity,
    output reg direction,
    output reg index_detected,
    output reg overflow,
    output reg underflow,
    output reg [1:0] error_flags
);
    reg [FILTER_STAGES-1:0] enc_a_filter;
    reg [FILTER_STAGES-1:0] enc_b_filter;
    reg [FILTER_STAGES-1:0] enc_z_filter;
    wire enc_a_filtered;
    wire enc_b_filtered;
    wire enc_z_filtered;
    reg enc_a_prev;
    reg enc_b_prev;
    reg enc_z_prev;
    reg [1:0] encoder_state;
    reg [1:0] encoder_state_prev;
    reg [31:0] velocity_timer;
    reg [COUNTER_WIDTH-1:0] position_prev;
    reg [COUNTER_WIDTH-1:0] position_delta;
    reg [1:0] invalid_transition_count;
    localparam [1:0] STATE_00 = 2'b00;
    localparam [1:0] STATE_01 = 2'b01;
    localparam [1:0] STATE_11 = 2'b11;
    localparam [1:0] STATE_10 = 2'b10;
    always @(posedge clk or negedge rst_n) begin
        if (!rst_n) begin
            enc_a_filter <= {FILTER_STAGES{1'b0}};
            enc_b_filter <= {FILTER_STAGES{1'b0}};
            enc_z_filter <= {FILTER_STAGES{1'b0}};
        end else begin
            enc_a_filter <= {enc_a_filter[FILTER_STAGES-2:0], enc_a};
            enc_b_filter <= {enc_b_filter[FILTER_STAGES-2:0], enc_b};
            enc_z_filter <= {enc_z_filter[FILTER_STAGES-2:0], enc_z};
        end
    end
    generate
        if (FILTER_STAGES == 3) begin : gen_majority_voting
            assign enc_a_filtered = (enc_a_filter[2] & enc_a_filter[1]) | 
                                   (enc_a_filter[2] & enc_a_filter[0]) | 
                                   (enc_a_filter[1] & enc_a_filter[0]);
            assign enc_b_filtered = (enc_b_filter[2] & enc_b_filter[1]) | 
                                   (enc_b_filter[2] & enc_b_filter[0]) | 
                                   (enc_b_filter[1] & enc_b_filter[0]);
            assign enc_z_filtered = (enc_z_filter[2] & enc_z_filter[1]) | 
                                   (enc_z_filter[2] & enc_z_filter[0]) | 
                                   (enc_z_filter[1] & enc_z_filter[0]);
        end else begin : gen_simple_filter
            assign enc_a_filtered = enc_a_filter[FILTER_STAGES-1];
            assign enc_b_filtered = enc_b_filter[FILTER_STAGES-1];
            assign enc_z_filtered = enc_z_filter[FILTER_STAGES-1];
        end
    endgenerate
    always @(posedge clk or negedge rst_n) begin
        if (!rst_n) begin
            enc_a_prev <= 1'b0;
            enc_b_prev <= 1'b0;
            enc_z_prev <= 1'b0;
        end else begin
            enc_a_prev <= enc_a_filtered;
            enc_b_prev <= enc_b_filtered;
            enc_z_prev <= enc_z_filtered;
        end
    end
    wire enc_z_rising = enc_z_filtered & ~enc_z_prev;
    always @(posedge clk or negedge rst_n) begin
        if (!rst_n) begin
            encoder_state <= STATE_00;
            encoder_state_prev <= STATE_00;
        end else begin
            encoder_state <= {enc_a_filtered, enc_b_filtered};
            encoder_state_prev <= encoder_state;
        end
    end
    reg count_up;
    reg count_down;
    always @(*) begin
        count_up = 1'b0;
        count_down = 1'b0;
        case (encoder_state_prev)
            STATE_00: begin
                if (encoder_state == STATE_01) count_up = 1'b1;
                else if (encoder_state == STATE_10) count_down = 1'b1;
            end
            STATE_01: begin
                if (encoder_state == STATE_11) count_up = 1'b1;
                else if (encoder_state == STATE_00) count_down = 1'b1;
            end
            STATE_11: begin
                if (encoder_state == STATE_10) count_up = 1'b1;
                else if (encoder_state == STATE_01) count_down = 1'b1;
            end
            STATE_10: begin
                if (encoder_state == STATE_00) count_up = 1'b1;
                else if (encoder_state == STATE_11) count_down = 1'b1;
            end
        endcase
    end
    always @(posedge clk or negedge rst_n) begin
        if (!rst_n) begin
            position <= {COUNTER_WIDTH{1'b0}};
            direction <= 1'b1;
            overflow <= 1'b0;
            underflow <= 1'b0;
        end else if (clear_count) begin
            position <= {COUNTER_WIDTH{1'b0}};
            overflow <= 1'b0;
            underflow <= 1'b0;
        end else if (set_count) begin
            position <= count_value;
            overflow <= 1'b0;
            underflow <= 1'b0;
        end else if (enable) begin
            if (count_up) begin
                if (position == {COUNTER_WIDTH{1'b1}}) begin
                    overflow <= 1'b1;
                    position <= {COUNTER_WIDTH{1'b0}};
                end else begin
                    position <= position + 1'b1;
                    overflow <= 1'b0;
                end
                direction <= 1'b1;
            end else if (count_down) begin
                if (position == {COUNTER_WIDTH{1'b0}}) begin
                    underflow <= 1'b1;
                    position <= {COUNTER_WIDTH{1'b1}};
                end else begin
                    position <= position - 1'b1;
                    underflow <= 1'b0;
                end
                direction <= 1'b0;
            end
        end
    end
    always @(posedge clk or negedge rst_n) begin
        if (!rst_n) begin
            index_detected <= 1'b0;
        end else if (clear_count) begin
            index_detected <= 1'b0;
        end else if (enc_z_rising) begin
            index_detected <= 1'b1;
        end
    end
    always @(posedge clk or negedge rst_n) begin
        if (!rst_n) begin
            velocity_timer <= 32'd0;
            position_prev <= {COUNTER_WIDTH{1'b0}};
            position_delta <= {COUNTER_WIDTH{1'b0}};
            velocity <= {VELOCITY_WIDTH{1'b0}};
        end else if (clear_velocity) begin
            velocity_timer <= 32'd0;
            position_prev <= position;
            velocity <= {VELOCITY_WIDTH{1'b0}};
        end else if (enable) begin
            if (velocity_timer >= VELOCITY_SAMPLE_PERIOD) begin
                if (position >= position_prev) begin
                    position_delta <= position - position_prev;
                end else begin
                    position_delta <= ({COUNTER_WIDTH{1'b1}} - position_prev) + position + 1'b1;
                end
                if (position_delta > {VELOCITY_WIDTH{1'b1}}) begin
                    velocity <= {VELOCITY_WIDTH{1'b1}};
                end else begin
                    velocity <= position_delta[VELOCITY_WIDTH-1:0];
                end
                velocity_timer <= 32'd0;
                position_prev <= position;
            end else begin
                velocity_timer <= velocity_timer + 1'b1;
            end
        end
    end
    always @(posedge clk or negedge rst_n) begin
        if (!rst_n) begin
            invalid_transition_count <= 2'b00;
            error_flags <= 2'b00;
        end else if (clear_count) begin
            invalid_transition_count <= 2'b00;
            error_flags <= 2'b00;
        end else if (enable) begin
            if (encoder_state != encoder_state_prev) begin
                case ({encoder_state_prev, encoder_state})
                    {STATE_00, STATE_01}, {STATE_01, STATE_00},
                    {STATE_01, STATE_11}, {STATE_11, STATE_01},
                    {STATE_11, STATE_10}, {STATE_10, STATE_11},
                    {STATE_10, STATE_00}, {STATE_00, STATE_10}: begin
                        invalid_transition_count <= 2'b00;
                    end
                    default: begin
                        if (invalid_transition_count < 2'b11) begin
                            invalid_transition_count <= invalid_transition_count + 1'b1;
                        end
                    end
                endcase
            end
            error_flags[0] <= (invalid_transition_count >= 2'b10);
            error_flags[1] <= overflow | underflow;
        end
    end
endmodule
File: flow/run.sh
#!/bin/bash
# OpenROAD 26Q1-2900-gdf79404cd8, Yosys 0.63+post, stock flow scripts
make -C /OpenROAD-flow-scripts/flow DESIGN_CONFIG=/design/flow/config.mk WORK_HOME=/design/flow/orfs finish
File: flow/config.mk
export PLATFORM = sky130hd
export DESIGN_NAME = encoder_counter
export DESIGN_NICKNAME = encoder_counter
export VERILOG_FILES = /design/flow/design.v
export SDC_FILE = /design/flow/constraint.sdc
export NUM_CORES = 4
export LEC_CHECK = 1
export CORE_UTILIZATION = 40
File: flow/constraint.sdc
current_design encoder_counter

set clk_period 11.5
set clk_io_pct 0.2

create_clock -name clk0 -period $clk_period [get_ports {clk}]

set non_clock_inputs [all_inputs -no_clocks]
set_input_delay [expr $clk_period * $clk_io_pct] -clock clk0 $non_clock_inputs
set_output_delay [expr $clk_period * $clk_io_pct] -clock clk0 [all_outputs]
==> flow_summary.yaml <==
# physical design summary
routing:
  drt_iter0_markers: 562
  detailroute.via_count: 8478
  number_of_detailed_route_iterations_in_the_first_pass: 21
  wl_per_cell_um: 16.5
  drt-vias-per-instance: 5.52
  ant_nets: 0
  number_of_remaining_drc_errors: 0
  diodes: 0
  routed_wire_length_mm: 25.4
placement:
  count_of_buffers_inserted_at_the_top_level_ports: 94
  finalWeightedCongestion: 0.893
  post-dp-hpwl_mm: 17.9
  dpl-instance-area_sq_um: 11000
  placed_cells: 1504
timing:
  timing.final.setup_violations: 0
  worst_clock_skew_ns: 0.0149
  setup_total_negative_slack_ns: 0
  maxSlewHeadroom_pct: 50.5
  rsz0062_at_grt: "false"
  final-hold-violation-count: 0
  tightestPinTransition_ns: 0.740
  max_clock_freq_mhz: 219
  final.period_utilization_pct: 39.7
  slew_limit_fails: 0
  final_period_minus_worst_setup_slack_ns: 4.57
floorplan:
  ioPinCount: 95
  die-height_um: 159
  floorplanUtilization_pct: 40.8
  placeableCoreArea_sq_um: 24200
  die_w_um: 159
  die_area_sq_um: 25300
  placementRows: 57
synthesis:
  synthArstFlopShare_pct: 100
  post_synth_instance_area_sq_um: 9880
  synthDistinctLibCells: 75
  synth.largest_area_cell: "sky130_fd_sc_hd__dfrtp_1"
  postSynthAreaPerCell_sq_um: 8.62
  synth-edff-count: 0
  yosys-stat-cells: 1147
  top_cell_area_share_pct: 41.8
  synth_top_flop_cell: "sky130_fd_sc_hd__dfrtp_1"
  yosys_area_sq_um: 9880
  synth_flop_count: 166
  ys_seq_share_pct: 42.0
  post_synth_main_area_contributors: "sky130_fd_sc_hd__dfrtp_1 (42%), sky130_fd_sc_hd__o21ai_0 (5.7%), sky130_fd_sc_hd__ha_1 (4.9%)"
  post_synth_inst_count: 1147
  yosysWarnings: 1
global_route:
  globalRouteTotalUtil_pct: 21.3
  via_count_of_the_first_global_routing_pass: 8008
  grt_overflow_total: 0
  grt_antenna_before_repair: 0
  maximum_number_of_pins_on_one_net_before_global_route_repair: 105
  grt_pass1_wl_mm: 42.4
cts:
  cts-root-to-sink-buffers: 2
  worst_skew_pair.late_latency_ns: 0.43
  post_cts_buffers: 0
  cts_buffers: 17
  cts_tree: "done"
  clock-root-buffer: "sky130_fd_sc_hd__clkbuf_16"
  cts_htree_levels: 4
  clk_pin_slew_worst_paths_ns: 0.08
  postCtsHoldBufs: 0
  postCtsResizedCells: 0
  clkSinkCount: 166
critical_path:
  worst-endpoint-arrival_ns: 4.90
  critical_path_class: "primary input to register"
  critPathMostFrequentCell: "sky130_fd_sc_hd__buf_4"
  critical-path-slowest-cell: "sky130_fd_sc_hd__clkdlybuf4s50_1"
  worst-endpoint-required_ns: 11.83
  crit_path_end_kind: "register"
  critical_path_peak_fanout: 48
  cp_cell_sequence: "clkdlybuf4s50_1 > and2_1 > buf_4 > or2_2 > buf_4 > nand2_1 > o21ai_0"
  critPathLaunchType: "primary input"
  timing.critical_path.slowest_cell_delay_ns: 0.85
layout:
  fraction_of_layout_cells_with_a_size_suffix_above_1_pct: 5.61
  fin_util_pct: 48.0
  logic_area_sq_um: 5240
  regArea_sq_um: 4160
  count_of_non_filler_cells_in_the_finished_layout: 1536
  area_growth_pct: 17.8
  fin_area_sq_um: 11600
  fillers: 2313
outcome:
  run_status: "complete, no violations"
worst_hold_path:
  hold_path.class: "register to register"
run:
  max_cap_violations: 0
  stage_log_warnings: 33
power:
  worst_ir_drop_vdd_v: 0.000112
  total_leakage_power_nw: 4.91
  cellPowerDensity_nw_per_um2: 148
critical path: cells and delay by family:
family,cells,cell delay (ns)
buf+inv,3,1.64
simple gates,3,0.85
compound gates,1,0.10
per-stage QoR:
stage | setup WS (ns) | hold WS, ns | total power [mW]
floorplan | 7.90 | 0.357 | 1.00
CTS | 6.94 | 0.381 | 1.74
global route | 6.69 | 0.388 | 1.83
detailed placement | 6.49 | 0.363 | 1.15
finish | 6.93 | 0.379 | 1.73
global placement | 6.56 | 0.358 | 1.15
path summary, 6_finish.rpt:
| path | startpoint | to | slack [ns] | cells past startpoint |
|---|---|---|---|---|
| max | enable | position_prev[20] | 6.93 | 7 |
| min | enc_b_filter[1] | enc_b_filter[2] | 0.38 | 0 |
| max reg2reg | position[12] | position[14] | 8.08 | 8 |
| min reg2reg | enc_b_filter[1] | enc_b_filter[2] | 0.38 | 0 |
| max in group asynchronous | rst_n | velocity_timer[6] | 8.68 | 2 |
| min in group asynchronous | rst_n | velocity[2] | 1.85 | 1 |
layout make-up:
class,count,share of cell area [%]
multi-input combinational,857,45.0
sequential,166,35.7
timing repair buffer,107,9.04
clock buffer,17,3.65
tap,324,3.48
inverter,50,1.61
clock inverter,15,1.57
Yosys cell counts, types with 8 or more instances:
| master | number |
|---|---|
| sky130_fd_sc_hd__and2_1 | 13 |
| sky130_fd_sc_hd__nand2b_1 | 10 |
| sky130_fd_sc_hd__nand3_1 | 28 |
| sky130_fd_sc_hd__o31ai_1 | 11 |
| sky130_fd_sc_hd__xor2_1 | 23 |
| sky130_fd_sc_hd__nor2_1 | 125 |
| sky130_fd_sc_hd__nor4_1 | 13 |
| sky130_fd_sc_hd__a31oi_1 | 20 |
| sky130_fd_sc_hd__and3_1 | 14 |
| sky130_fd_sc_hd__a21oi_1 | 66 |
| sky130_fd_sc_hd__inv_1 | 50 |
| sky130_fd_sc_hd__o21ai_0 | 112 |
| sky130_fd_sc_hd__a22oi_1 | 8 |
| sky130_fd_sc_hd__a211oi_1 | 26 |
| sky130_fd_sc_hd__nand2_1 | 129 |
| sky130_fd_sc_hd__ha_1 | 39 |
| sky130_fd_sc_hd__a221o_1 | 13 |
| sky130_fd_sc_hd__clkbuf_1 | 57 |
| sky130_fd_sc_hd__buf_2 | 10 |
| sky130_fd_sc_hd__a21o_1 | 14 |
| sky130_fd_sc_hd__nor3_1 | 21 |
| sky130_fd_sc_hd__dfrtp_1 | 165 |
| sky130_fd_sc_hd__xnor2_1 | 29 |
| sky130_fd_sc_hd__nand4_1 | 21 |
layer usage:
metal / wire length (um) / vias to the layer above / GRT usage [%]
met3: 1330 / 37 / 2.76
met5: 0 / - / 0
li1: - / 4220 / -
met4: 472 / 0 / 3.89
met2: 11500 / 247 / 32.7
met1: 12100 / 3974 / 33.7
layout by cell type, fill, tap and decap left out, types with 8 or more instances in the layout:
master	Yosys	final
sky130_fd_sc_hd__o31ai_1	11	11
sky130_fd_sc_hd__inv_1	50	50
sky130_fd_sc_hd__and2_1	13	13
sky130_fd_sc_hd__nor4_1	13	13
sky130_fd_sc_hd__a22oi_1	8	8
sky130_fd_sc_hd__nor2_1	125	124
sky130_fd_sc_hd__nand4_1	21	21
sky130_fd_sc_hd__nand3_1	28	28
sky130_fd_sc_hd__a211oi_1	26	26
sky130_fd_sc_hd__o21ai_0	112	112
sky130_fd_sc_hd__ha_1	39	39
sky130_fd_sc_hd__dfrtp_1	165	165
sky130_fd_sc_hd__xnor2_1	29	29
sky130_fd_sc_hd__buf_4	3	12
sky130_fd_sc_hd__a221o_1	13	13
sky130_fd_sc_hd__clkbuf_16	0	17
sky130_fd_sc_hd__a21o_1	14	14
sky130_fd_sc_hd__nand2_1	129	129
sky130_fd_sc_hd__nand2b_1	10	9
sky130_fd_sc_hd__a21oi_1	66	66
sky130_fd_sc_hd__and3_1	14	14
sky130_fd_sc_hd__nor3_1	21	20
sky130_fd_sc_hd__xor2_1	23	23
sky130_fd_sc_hd__clkdlybuf4s50_1	0	93
sky130_fd_sc_hd__a31oi_1	20	20
power breakdown:
part           total (mW)  leakage (nW)  internal, mW  switching, mW
combinational       0.464          2.39         0.201          0.263
sequential          0.677          2.22         0.622         0.0550
clock               0.586         0.301         0.330          0.256
total                1.73          4.91          1.15          0.573
flip-flops by register name, summed over array words and instances (netlist names), 2 cells and up:
name	cells
position_delta	32
velocity	16
invalid_transition_count	2
enc_a_filter	3
velocity_timer	32
position	32
encoder_state_prev	2
enc_z_filter	3
position_prev	32
error_flags	2
enc_b_filter	3
encoder_state	2
kinds of logic after synthesis:
| family | count (synthesis) | share of synthesized area, % |
|---|---|---|
| adders and majority gates | 43 | 5.44 |
| and+or+nand+nor | 419 | 20.5 |
| AOI/OAI and AO/OA | 334 | 21.4 |
| DFF | 166 | 42.0 |
| buffers and inverters | 124 | 5.10 |
| xor gates and xnor gates | 52 | 4.61 |
| muxes | 9 | 0.937 |
Power and IR drop assume default switching activity.

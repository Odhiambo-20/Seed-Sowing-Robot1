[flow/design.v]
module seed_counter #(
    parameter CLOCK_FREQ = 50000000,
    parameter MIN_PULSE_WIDTH_US = 10,
    parameter MAX_PULSE_WIDTH_US = 500,
    parameter SEEDS_PER_HOLE_BEANS = 5,
    parameter SEEDS_PER_HOLE_MAIZE = 2,
    parameter DEBOUNCE_CYCLES = 100
)(
    input wire clk,
    input wire rst_n,
    input wire ir_sensor_1,
    input wire ir_sensor_2,
    input wire sensor_enable,
    input wire start_counting,
    input wire stop_counting,
    input wire clear_count,
    input wire crop_type,
    input wire use_dual_sensors,
    input wire [7:0] target_seed_count,
    input wire use_custom_target,
    output reg [7:0] seed_count,
    output reg [31:0] total_seed_count,
    output reg [15:0] hole_count,
    output reg target_reached,
    output reg counting_active,
    output reg [15:0] seed_rate,
    output reg sensor_error,
    output reg [7:0] error_count,
    output reg sensor_1_status,
    output reg sensor_2_status,
    output reg mismatch_detected,
    output reg [7:0] mismatch_count
);
    localparam MIN_PULSE_CYCLES = (CLOCK_FREQ / 1000000) * MIN_PULSE_WIDTH_US;
    localparam MAX_PULSE_CYCLES = (CLOCK_FREQ / 1000000) * MAX_PULSE_WIDTH_US;
    localparam RATE_SAMPLE_CYCLES = CLOCK_FREQ;
    localparam SENSOR_TIMEOUT_CYCLES = CLOCK_FREQ * 10;
    reg [DEBOUNCE_CYCLES-1:0] sensor_1_shift;
    reg [DEBOUNCE_CYCLES-1:0] sensor_2_shift;
    wire sensor_1_stable;
    wire sensor_2_stable;
    reg sensor_1_prev;
    reg sensor_2_prev;
    wire sensor_1_falling;
    wire sensor_2_falling;
    wire sensor_1_rising;
    wire sensor_2_rising;
    reg [31:0] pulse_width_1;
    reg [31:0] pulse_width_2;
    reg pulse_1_active;
    reg pulse_2_active;
    wire pulse_1_valid;
    wire pulse_2_valid;
    reg seed_detected_1;
    reg seed_detected_2;
    reg seed_confirmed;
    reg [7:0] target_seeds;
    reg [31:0] rate_timer;
    reg [7:0] seeds_in_period;
    reg [31:0] last_seed_time;
    reg [31:0] sensor_timeout_1;
    reg [31:0] sensor_timeout_2;
    always @(posedge clk or negedge rst_n) begin
        if (!rst_n) begin
            sensor_1_shift <= {DEBOUNCE_CYCLES{1'b1}};
            sensor_2_shift <= {DEBOUNCE_CYCLES{1'b1}};
        end else if (sensor_enable) begin
            sensor_1_shift <= {sensor_1_shift[DEBOUNCE_CYCLES-2:0], ir_sensor_1};
            sensor_2_shift <= {sensor_2_shift[DEBOUNCE_CYCLES-2:0], ir_sensor_2};
        end
    end
    assign sensor_1_stable = (sensor_1_shift == {DEBOUNCE_CYCLES{1'b0}}) ? 1'b0 :
                            (sensor_1_shift == {DEBOUNCE_CYCLES{1'b1}}) ? 1'b1 :
                            sensor_1_prev;
    assign sensor_2_stable = (sensor_2_shift == {DEBOUNCE_CYCLES{1'b0}}) ? 1'b0 :
                            (sensor_2_shift == {DEBOUNCE_CYCLES{1'b1}}) ? 1'b1 :
                            sensor_2_prev;
    always @(posedge clk or negedge rst_n) begin
        if (!rst_n) begin
            sensor_1_prev <= 1'b1;
            sensor_2_prev <= 1'b1;
        end else begin
            sensor_1_prev <= sensor_1_stable;
            sensor_2_prev <= sensor_2_stable;
        end
    end
    assign sensor_1_falling = sensor_1_prev & ~sensor_1_stable;
    assign sensor_1_rising = ~sensor_1_prev & sensor_1_stable;
    assign sensor_2_falling = sensor_2_prev & ~sensor_2_stable;
    assign sensor_2_rising = ~sensor_2_prev & sensor_2_stable;
    always @(posedge clk or negedge rst_n) begin
        if (!rst_n) begin
            pulse_width_1 <= 32'd0;
            pulse_1_active <= 1'b0;
        end else if (sensor_enable && counting_active) begin
            if (sensor_1_falling) begin
                pulse_1_active <= 1'b1;
                pulse_width_1 <= 32'd0;
            end else if (pulse_1_active) begin
                if (sensor_1_rising) begin
                    pulse_1_active <= 1'b0;
                end else if (pulse_width_1 < MAX_PULSE_CYCLES + 1000) begin
                    pulse_width_1 <= pulse_width_1 + 1'b1;
                end else begin
                    pulse_1_active <= 1'b0;
                    pulse_width_1 <= 32'd0;
                end
            end
        end else begin
            pulse_1_active <= 1'b0;
            pulse_width_1 <= 32'd0;
        end
    end
    always @(posedge clk or negedge rst_n) begin
        if (!rst_n) begin
            pulse_width_2 <= 32'd0;
            pulse_2_active <= 1'b0;
        end else if (sensor_enable && counting_active) begin
            if (sensor_2_falling) begin
                pulse_2_active <= 1'b1;
                pulse_width_2 <= 32'd0;
            end else if (pulse_2_active) begin
                if (sensor_2_rising) begin
                    pulse_2_active <= 1'b0;
                end else if (pulse_width_2 < MAX_PULSE_CYCLES + 1000) begin
                    pulse_width_2 <= pulse_width_2 + 1'b1;
                end else begin
                    pulse_2_active <= 1'b0;
                    pulse_width_2 <= 32'd0;
                end
            end
        end else begin
            pulse_2_active <= 1'b0;
            pulse_width_2 <= 32'd0;
        end
    end
    assign pulse_1_valid = (pulse_width_1 >= MIN_PULSE_CYCLES) && (pulse_width_1 <= MAX_PULSE_CYCLES);
    assign pulse_2_valid = (pulse_width_2 >= MIN_PULSE_CYCLES) && (pulse_width_2 <= MAX_PULSE_CYCLES);
    always @(posedge clk or negedge rst_n) begin
        if (!rst_n) begin
            seed_detected_1 <= 1'b0;
            seed_detected_2 <= 1'b0;
            seed_confirmed <= 1'b0;
        end else begin
            if (sensor_1_rising && !pulse_1_active && pulse_1_valid) begin
                seed_detected_1 <= 1'b1;
            end else begin
                seed_detected_1 <= 1'b0;
            end
            if (sensor_2_rising && !pulse_2_active && pulse_2_valid) begin
                seed_detected_2 <= 1'b1;
            end else begin
                seed_detected_2 <= 1'b0;
            end
            if (use_dual_sensors) begin
                seed_confirmed <= seed_detected_1 && seed_detected_2;
            end else begin
                seed_confirmed <= seed_detected_1 || seed_detected_2;
            end
        end
    end
    always @(posedge clk or negedge rst_n) begin
        if (!rst_n) begin
            target_seeds <= SEEDS_PER_HOLE_BEANS;
        end else begin
            if (use_custom_target) begin
                target_seeds <= target_seed_count;
            end else if (crop_type == 1'b0) begin
                target_seeds <= SEEDS_PER_HOLE_BEANS;
            end else begin
                target_seeds <= SEEDS_PER_HOLE_MAIZE;
            end
        end
    end
    always @(posedge clk or negedge rst_n) begin
        if (!rst_n) begin
            seed_count <= 8'd0;
            total_seed_count <= 32'd0;
            hole_count <= 16'd0;
            target_reached <= 1'b0;
            counting_active <= 1'b0;
        end else if (clear_count) begin
            seed_count <= 8'd0;
            total_seed_count <= 32'd0;
            hole_count <= 16'd0;
            target_reached <= 1'b0;
            counting_active <= 1'b0;
        end else if (start_counting) begin
            seed_count <= 8'd0;
            target_reached <= 1'b0;
            counting_active <= 1'b1;
        end else if (stop_counting) begin
            if (counting_active) begin
                hole_count <= hole_count + 1'b1;
            end
            counting_active <= 1'b0;
        end else if (counting_active && sensor_enable) begin
            if (seed_confirmed && !target_reached) begin
                seed_count <= seed_count + 1'b1;
                total_seed_count <= total_seed_count + 1'b1;
                if ((seed_count + 1'b1) >= target_seeds) begin
                    target_reached <= 1'b1;
                end
            end
        end
    end
    always @(posedge clk or negedge rst_n) begin
        if (!rst_n) begin
            rate_timer <= 32'd0;
            seeds_in_period <= 8'd0;
            seed_rate <= 16'd0;
            last_seed_time <= 32'd0;
        end else if (clear_count) begin
            rate_timer <= 32'd0;
            seeds_in_period <= 8'd0;
            seed_rate <= 16'd0;
        end else if (sensor_enable) begin
            if (rate_timer >= RATE_SAMPLE_CYCLES) begin
                seed_rate <= {8'd0, seeds_in_period} * 16'd60;
                rate_timer <= 32'd0;
                seeds_in_period <= 8'd0;
            end else begin
                rate_timer <= rate_timer + 1'b1;
            end
            if (seed_confirmed) begin
                seeds_in_period <= seeds_in_period + 1'b1;
                last_seed_time <= rate_timer;
            end
        end
    end
    always @(posedge clk or negedge rst_n) begin
        if (!rst_n) begin
            sensor_error <= 1'b0;
            error_count <= 8'd0;
            sensor_1_status <= 1'b1;
            sensor_2_status <= 1'b1;
            mismatch_detected <= 1'b0;
            mismatch_count <= 8'd0;
            sensor_timeout_1 <= 32'd0;
            sensor_timeout_2 <= 32'd0;
        end else if (clear_count) begin
            sensor_error <= 1'b0;
            error_count <= 8'd0;
            mismatch_detected <= 1'b0;
            mismatch_count <= 8'd0;
        end else if (sensor_enable) begin
            if (use_dual_sensors && (seed_detected_1 != seed_detected_2)) begin
                if (seed_detected_1 || seed_detected_2) begin
                    mismatch_detected <= 1'b1;
                    if (mismatch_count < 8'hFF) begin
                        mismatch_count <= mismatch_count + 1'b1;
                    end
                end
            end else begin
                mismatch_detected <= 1'b0;
            end
            if (sensor_1_falling || sensor_1_rising) begin
                sensor_timeout_1 <= 32'd0;
                sensor_1_status <= 1'b1;
            end else if (sensor_timeout_1 < SENSOR_TIMEOUT_CYCLES) begin
                sensor_timeout_1 <= sensor_timeout_1 + 1'b1;
            end else begin
                sensor_1_status <= 1'b0;
            end
            if (sensor_2_falling || sensor_2_rising) begin
                sensor_timeout_2 <= 32'd0;
                sensor_2_status <= 1'b1;
            end else if (sensor_timeout_2 < SENSOR_TIMEOUT_CYCLES) begin
                sensor_timeout_2 <= sensor_timeout_2 + 1'b1;
            end else begin
                sensor_2_status <= 1'b0;
            end
            sensor_error <= !sensor_1_status || (use_dual_sensors && !sensor_2_status);
            if (pulse_1_active && (pulse_width_1 > MAX_PULSE_CYCLES)) begin
                if (error_count < 8'hFF) begin
                    error_count <= error_count + 1'b1;
                end
            end
        end
    end
endmodule
[flow/run.sh]
#!/bin/bash
# OpenROAD 26Q1-2900-gdf79404cd8, Yosys 0.63+post, stock flow scripts
make -C /OpenROAD-flow-scripts/flow DESIGN_CONFIG=/design/flow/config.mk WORK_HOME=/design/flow/orfs finish
[flow/config.mk]
export PLATFORM = sky130hd
export DESIGN_NAME = seed_counter
export DESIGN_NICKNAME = seed_counter
export VERILOG_FILES = /design/flow/design.v
export SDC_FILE = /design/flow/constraint.sdc
export NUM_CORES = 4
export LEC_CHECK = 1
export CORE_UTILIZATION = 50
[flow/constraint.sdc]
current_design seed_counter

set clk_period 4.8
set clk_io_pct 0.2

create_clock -name clk0 -period $clk_period [get_ports {clk}]

set non_clock_inputs [all_inputs -no_clocks]
set_input_delay [expr $clk_period * $clk_io_pct] -clock clk0 $non_clock_inputs
set_output_delay [expr $clk_period * $clk_io_pct] -clock clk0 [all_outputs]
==> CHANGELOG.md <==
### Physical design

* Shortest clock period the worst path allows after layout at around 3.9 ns
* Post-synth seq share at between 50 and 60%
* Setup TNS at 0 ns
* RSZ-0062 raised after global routing: no
* X dimension of the die at between 200 and 250 µm
* Beginning of the worst register-to-register path: sensor_1_shift[80]
* Kind of critical path: register to register
* Worst voltage drop across the vdd grid at between 0.3 and 0.4 mV
* YS chip area at roughly 23000 µm²
* Met1 demand-to-capacity share in global routing at about two fifths
* Transition time at the pin with the least slew margin at 0.808 ns
* Number of buffers created by CTS at between 50 and 60
* Buffers from clock root to sink, at most at 3
* IO Port Bufs at 108
* Number of slew-limit violations in the final report at 0
* Row cnt at approximately 78
* Fraction of final layout cells sized beyond drive strength 1 at around a quarter
* Number of routed nets with antenna violations at 0
* Routing usage on met2 at between 30% and 40%
* Biggest area cells: sky130_fd_sc_hd__dfrtp_1, sky130_fd_sc_hd__dfstp_2, sky130_fd_sc_hd__mux2_2, sky130_fd_sc_hd__nor2_1, sky130_fd_sc_hd__nand4_1
* Crit. End Element: register
* Adders+Majority by Area at around 3.8%
* Most common cell type on the critical path: sky130_fd_sc_hd__nand4_1
* Status: finished, final reports clean
* Pwr/cell area at 351 nW/µm²
* Worst skew pair latency at just under 0.6 ns
* Cell with the biggest individual delay on the critical path: sky130_fd_sc_hd__o41ai_1
* Cell-by-cell trace of the critical path: nor4_1, nand4_1, or2_2, o41ai_1, inv_1, ha_1, o21bai_1, nand2_1, nand4_1, nor3_1, a41oi_1, nor2_1
* Number of max-cap violations at 0
* Post-synth design cell area at around 23000 µm²
* Max transition margin at approximately 46%
* DR WL/cell at ~17 µm
* Layout Cell Area excl Fill at ~27000 µm²
* Detailed-route via count at around 17000
* Worst hold slack across all endpoints at 0.318 ns
* Peak per-stage delay on the critical path at ~0.6 ns
* Filler-free cell count of the finished design at approximately 2900
* Static power due to leakage at roughly 0.011 µW
* Most instantiated flip-flop cell in the synthesis netlist: sky130_fd_sc_hd__dfrtp_1
* Library cells used by synthesis at 82
* Pin count of the biggest net entering global routing at about 140
* Number of remaining DRC errors at 0
* Met3 Usage GRT at 3.65%
* Multiplexer fraction of the synthesized cell area at about 10%
* Top-count cell post-synth: sky130_fd_sc_hd__dfrtp_1
* Number of global-route vias before repair at between 15000 and 20000
* Global-route wire length before repair at 82100 µm
* Hold-fix buffers at CTS at 0
* Skew final at approximately 0.013 ns
* Quantity of gates resized following cts at 0
* Most common library cells after synthesis: sky130_fd_sc_hd__dfrtp_1, sky130_fd_sc_hd__nor2_1, sky130_fd_sc_hd__dfstp_2, sky130_fd_sc_hd__mux2_2, sky130_fd_sc_hd__nand2_1
* Final count of hold timing violations at 0
* Cell total in the yosys stat output at approximately 2200
* Length of the first detailed-routing pass in iterations at 8
* Root buf cell: sky130_fd_sc_hd__clkbuf_16
* Startpoint type of the worst setup path: register
* Number of synthesized register bits at between 400 and 500
* Pre-placement core utilization at 51.1%
* Number of instances in the synthesized netlist at between 2000 and 2500
* Area fraction in compound gates after synthesis at ~7.9%
* Routability cong. at slightly below 0.9
* Area Growth Syn to Fin at 14.8%
* Clock Pin Slew Worst Setup and Hold Paths at roughly 0.06 ns
* Yosys synthesis warning count at 1
* Antenna violations before repair at 1
* Wire length after detailed routing at about 48000 µm
* Avg Inst Size Synth at about 11 µm²
* Worst-path maximum fanout at 7
* Async set-reset flop share out of synthesis at roughly 100%
* Post-CTS Setup Inserts at 0
* Number of warnings the tools reported at about 50
* Synth Area in XOR/XNOR at roughly 4.7%
* Die Span Y at 218 µm
* DP HPWL at 31900 µm
* Overflow left after global routing at 0
* Fin crit share at between 80% and 90%
* Area share, top type at around 29%
* Top cell type by total area after synthesis: sky130_fd_sc_hd__dfrtp_1
* Setup Viol. Count Final at 0
* Routed vias/inst at 5.71
* Overall Global Routing Usage at 21.9%
* Data arrival time of the critical path at approximately 4.4 ns
* Total power draw at between 9000 and 10000 µW
* Main logic family after synthesis: simple AND/OR/NAND/NOR gates
* Number of top-level pins at approximately 110
* Count of antenna diodes in the layout at 0
* Layer carrying the most global-route usage: met1
* Max Freq at around 260 MHz
* Die Size at roughly 48000 µm²
* Worst r2r dst: pulse_width_1[18]
* TritonCTS clock tree: done
* Register-to-register path setup slack at 0.92 ns
* Number of sinks handled by clock tree synthesis at roughly 470
* Worst hold-check path type: input pin to asynchronous set/reset pin
* Simple-gate share of the synthesized area at between 10% and 20%
* Area of the placeable core at 45800 µm²
* Detailed router's first-iteration violation count at 1090
* Worst R2R Path Depth at 12
* CP required at between 5 and 6 ns
* Cell area reported after detailed placement at about 25000 µm²
* Total placed cells including tap cells at ~2800
* Total number of H-tree levels at 2
* Count of library flops with an enable pin at 0
kinds of logic (layout without fill, tap and decap cells):
kind of cell               count (synthesis)  in the layout
adders and majority gates                 63             63
other                                      1              4
DFF                                      473            473
buffers and inverters                    156            297
muxes                                    208            208
AOI/OAI and AO/OA                        275            275
xor gates and xnor gates                 126            126
and+or+nand+nor                          863            863
sequential cells by signal, summed over array words and instances, names as in the netlist, 8 cells and up:
name,cells
sensor_timeout_1,32
pulse_width_2,32
sensor_1_shift,100
pulse_width_1,32
rate_timer,32
seed_count,8
error_count,8
sensor_2_shift,100
mismatch_count,8
target_seeds,8
total_seed_count,32
seeds_in_period,8
seed_rate,12
hole_count,16
sensor_timeout_2,32
power breakdown:
group	total, µW	internal (µW)	leakage, µW	switching (µW)
Clock	4020	2420	0.000865	1600
Combinational	693	338	0.00437	355
Sequential	4700	4420	0.00577	281
Total	9410	7170	0.0110	2230
how the worst max path moves through the flow:
| stage | startpoint | to | slack [ns] | cells past startpoint |
|---|---|---|---|---|
| 6_report | sensor_1_shift[80] | pulse_width_1[18] | 0.92 | 12 |
| 5_1_grt | sensor_1_shift[80] | pulse_width_1[28] | 0.65 | 12 |
| 4_1_cts | sensor_1_shift[0] | pulse_width_1[18] | 0.93 | 12 |
per-layer routing:
layer  wire length (µm)  part of all wire, %
met5                  9                0.019
met4                823                  1.7
met3               2100                  4.4
met2              20800                   43
met1              24500                   51
metrics by stage:
stage                     worst slack [ns]  util, %
after floorplan                       1.44        -
after global placement               0.972     54.8
after detailed placement              1.00     54.8
after CTS                            0.933     58.6
after global routing                 0.648     58.6
final                                0.920     58.6
layout by cell type, fill, tap and decap left out, drive strengths merged, types with 17 or more instances in the layout:
master	n
and2	18
nand4	103
nor2	228
inv	70
dfstp	206
or3	30
nand2	132
o211ai	21
nor3	45
a21oi	66
mux2	205
dfrtp	267
and3	36
nor4	92
and4	18
xor2	63
nand3	90
buf	25
a31oi	19
clkdlybuf4s50	105
clkbuf	82
o21ai	64
xnor2	63
a22o	17
ha	50
critical path, delay by kind of cell, from the launching register on:
kind	cells	cell delay (ns)
AND/OR/NAND/NOR	7	1.96
AND-OR/OR-AND	3	1.04
buffers and inverters	1	0.18
flip-flops	1	0.38
adder cells (fa/ha/maj)	1	0.25
final cells by class:
class	count	area (µm²)
clock buffer	81	1580
multi-input combinational	1539	10700
inverter	70	263
sequential	473	12100
tap	600	751
clock inverter	15	160
fill	3691	18900
timing repair buffer	131	1290
Power is estimated from default activity; no workload was simulated.

File: design/flow/run.sh
#!/bin/bash
# OpenROAD 26Q1-2900-gdf79404cd8, Yosys 0.63+post, stock flow scripts
make -C /OpenROAD-flow-scripts/flow DESIGN_CONFIG=/design/flow/config.mk WORK_HOME=/design/flow/orfs finish
File: design/flow/config.mk
export PLATFORM = sky130hd
export DESIGN_NAME = pwm_generator
export DESIGN_NICKNAME = pwm_generator
export VERILOG_FILES = /design/flow/design.v
export SDC_FILE = /design/flow/constraint.sdc
export NUM_CORES = 4
export LEC_CHECK = 1
export CORE_UTILIZATION = 50
File: design/flow/constraint.sdc
current_design pwm_generator

set clk_period 22.3
set clk_io_pct 0.2

create_clock -name clk0 -period $clk_period [get_ports {clk}]

set non_clock_inputs [all_inputs -no_clocks]
set_input_delay [expr $clk_period * $clk_io_pct] -clock clk0 $non_clock_inputs
set_output_delay [expr $clk_period * $clk_io_pct] -clock clk0 [all_outputs]
File: design/flow/design.v
module pwm_generator #(
    parameter CLOCK_FREQ = 50000000,
    parameter NUM_CHANNELS = 4,
    parameter COUNTER_WIDTH = 16,
    parameter DEAD_TIME_CYCLES = 10
)(
    input wire clk,
    input wire rst_n,
    input wire [31:0] pwm_frequency,
    input wire update_config,
    input wire [COUNTER_WIDTH-1:0] duty_cycle_0,
    input wire [COUNTER_WIDTH-1:0] duty_cycle_1,
    input wire [COUNTER_WIDTH-1:0] duty_cycle_2,
    input wire [COUNTER_WIDTH-1:0] duty_cycle_3,
    input wire enable_0,
    input wire enable_1,
    input wire enable_2,
    input wire enable_3,
    input wire invert_0,
    input wire invert_1,
    input wire invert_2,
    input wire invert_3,
    input wire [7:0] phase_shift_0,
    input wire [7:0] phase_shift_1,
    input wire [7:0] phase_shift_2,
    input wire [7:0] phase_shift_3,
    input wire hbridge_mode_01,
    input wire hbridge_mode_23,
    input wire emergency_stop,
    output reg pwm_out_0,
    output reg pwm_out_1,
    output reg pwm_out_2,
    output reg pwm_out_3,
    output reg pwm_out_0_n,
    output reg pwm_out_1_n,
    output reg pwm_out_2_n,
    output reg pwm_out_3_n,
    output reg pwm_active,
    output reg [15:0] actual_period
);
    reg [COUNTER_WIDTH-1:0] pwm_counter;
    reg [COUNTER_WIDTH-1:0] pwm_period;
    reg [COUNTER_WIDTH-1:0] pwm_period_next;
    reg [COUNTER_WIDTH-1:0] duty_0_current, duty_0_next;
    reg [COUNTER_WIDTH-1:0] duty_1_current, duty_1_next;
    reg [COUNTER_WIDTH-1:0] duty_2_current, duty_2_next;
    reg [COUNTER_WIDTH-1:0] duty_3_current, duty_3_next;
    reg [COUNTER_WIDTH-1:0] counter_0;
    reg [COUNTER_WIDTH-1:0] counter_1;
    reg [COUNTER_WIDTH-1:0] counter_2;
    reg [COUNTER_WIDTH-1:0] counter_3;
    reg [COUNTER_WIDTH+8-1:0] temp_counter_0;
    reg [COUNTER_WIDTH+8-1:0] temp_counter_1;
    reg [COUNTER_WIDTH+8-1:0] temp_counter_2;
    reg [COUNTER_WIDTH+8-1:0] temp_counter_3;
    reg [7:0] deadtime_counter_01_high;
    reg [7:0] deadtime_counter_01_low;
    reg [7:0] deadtime_counter_23_high;
    reg [7:0] deadtime_counter_23_low;
    wire pwm_raw_0, pwm_raw_1, pwm_raw_2, pwm_raw_3;
    always @(posedge clk or negedge rst_n) begin
        if (!rst_n) begin
            pwm_period_next <= {COUNTER_WIDTH{1'b1}};
        end else if (update_config) begin
            if (pwm_frequency > 0 && pwm_frequency <= CLOCK_FREQ) begin
                pwm_period_next <= CLOCK_FREQ / pwm_frequency;
            end else begin
                pwm_period_next <= {COUNTER_WIDTH{1'b1}};
            end
        end
    end
    always @(posedge clk or negedge rst_n) begin
        if (!rst_n) begin
            pwm_period <= {COUNTER_WIDTH{1'b1}};
            actual_period <= {16{1'b1}};
        end else if (pwm_counter == pwm_period - 1) begin
            pwm_period <= pwm_period_next;
            actual_period <= pwm_period_next[15:0];
        end
    end
    always @(posedge clk or negedge rst_n) begin
        if (!rst_n) begin
            pwm_counter <= {COUNTER_WIDTH{1'b0}};
            pwm_active <= 1'b0;
        end else if (emergency_stop) begin
            pwm_counter <= {COUNTER_WIDTH{1'b0}};
            pwm_active <= 1'b0;
        end else begin
            if (pwm_counter >= pwm_period - 1) begin
                pwm_counter <= {COUNTER_WIDTH{1'b0}};
            end else begin
                pwm_counter <= pwm_counter + 1'b1;
            end
            pwm_active <= 1'b1;
        end
    end
    always @(posedge clk or negedge rst_n) begin
        if (!rst_n) begin
            counter_0 <= {COUNTER_WIDTH{1'b0}};
            counter_1 <= {COUNTER_WIDTH{1'b0}};
            counter_2 <= {COUNTER_WIDTH{1'b0}};
            counter_3 <= {COUNTER_WIDTH{1'b0}};
        end else begin
            temp_counter_0 = pwm_counter + ((pwm_period * phase_shift_0) >> 8);
            temp_counter_1 = pwm_counter + ((pwm_period * phase_shift_1) >> 8);
            temp_counter_2 = pwm_counter + ((pwm_period * phase_shift_2) >> 8);
            temp_counter_3 = pwm_counter + ((pwm_period * phase_shift_3) >> 8);
            if (temp_counter_0 >= pwm_period) begin
                counter_0 <= temp_counter_0 - pwm_period;
            end else begin
                counter_0 <= temp_counter_0[COUNTER_WIDTH-1:0];
            end
            if (temp_counter_1 >= pwm_period) begin
                counter_1 <= temp_counter_1 - pwm_period;
            end else begin
                counter_1 <= temp_counter_1[COUNTER_WIDTH-1:0];
            end
            if (temp_counter_2 >= pwm_period) begin
                counter_2 <= temp_counter_2 - pwm_period;
            end else begin
                counter_2 <= temp_counter_2[COUNTER_WIDTH-1:0];
            end
            if (temp_counter_3 >= pwm_period) begin
                counter_3 <= temp_counter_3 - pwm_period;
            end else begin
                counter_3 <= temp_counter_3[COUNTER_WIDTH-1:0];
            end
        end
    end
    always @(posedge clk or negedge rst_n) begin
        if (!rst_n) begin
            duty_0_next <= {COUNTER_WIDTH{1'b0}};
            duty_1_next <= {COUNTER_WIDTH{1'b0}};
            duty_2_next <= {COUNTER_WIDTH{1'b0}};
            duty_3_next <= {COUNTER_WIDTH{1'b0}};
        end else begin
            duty_0_next <= duty_cycle_0;
            duty_1_next <= duty_cycle_1;
            duty_2_next <= duty_cycle_2;
            duty_3_next <= duty_cycle_3;
        end
    end
    always @(posedge clk or negedge rst_n) begin
        if (!rst_n) begin
            duty_0_current <= {COUNTER_WIDTH{1'b0}};
            duty_1_current <= {COUNTER_WIDTH{1'b0}};
            duty_2_current <= {COUNTER_WIDTH{1'b0}};
            duty_3_current <= {COUNTER_WIDTH{1'b0}};
        end else if (pwm_counter == pwm_period - 1) begin
            duty_0_current <= duty_0_next;
            duty_1_current <= duty_1_next;
            duty_2_current <= duty_2_next;
            duty_3_current <= duty_3_next;
        end
    end
    assign pwm_raw_0 = (counter_0 < duty_0_current) && enable_0 && !emergency_stop;
    assign pwm_raw_1 = (counter_1 < duty_1_current) && enable_1 && !emergency_stop;
    assign pwm_raw_2 = (counter_2 < duty_2_current) && enable_2 && !emergency_stop;
    assign pwm_raw_3 = (counter_3 < duty_3_current) && enable_3 && !emergency_stop;
    always @(posedge clk or negedge rst_n) begin
        if (!rst_n) begin
            deadtime_counter_01_high <= 8'd0;
            deadtime_counter_01_low <= 8'd0;
        end else if (hbridge_mode_01) begin
            if (pwm_raw_0 && !pwm_raw_1) begin
                if (deadtime_counter_01_high < DEAD_TIME_CYCLES) begin
                    deadtime_counter_01_high <= deadtime_counter_01_high + 1'b1;
                end
            end else begin
                deadtime_counter_01_high <= 8'd0;
            end
            if (!pwm_raw_0 && pwm_raw_1) begin
                if (deadtime_counter_01_low < DEAD_TIME_CYCLES) begin
                    deadtime_counter_01_low <= deadtime_counter_01_low + 1'b1;
                end
            end else begin
                deadtime_counter_01_low <= 8'd0;
            end
        end else begin
            deadtime_counter_01_high <= 8'd0;
            deadtime_counter_01_low <= 8'd0;
        end
    end
    always @(posedge clk or negedge rst_n) begin
        if (!rst_n) begin
            deadtime_counter_23_high <= 8'd0;
            deadtime_counter_23_low <= 8'd0;
        end else if (hbridge_mode_23) begin
            if (pwm_raw_2 && !pwm_raw_3) begin
                if (deadtime_counter_23_high < DEAD_TIME_CYCLES) begin
                    deadtime_counter_23_high <= deadtime_counter_23_high + 1'b1;
                end
            end else begin
                deadtime_counter_23_high <= 8'd0;
            end
            if (!pwm_raw_2 && pwm_raw_3) begin
                if (deadtime_counter_23_low < DEAD_TIME_CYCLES) begin
                    deadtime_counter_23_low <= deadtime_counter_23_low + 1'b1;
                end
            end else begin
                deadtime_counter_23_low <= 8'd0;
            end
        end else begin
            deadtime_counter_23_high <= 8'd0;
            deadtime_counter_23_low <= 8'd0;
        end
    end
    always @(posedge clk or negedge rst_n) begin
        if (!rst_n) begin
            pwm_out_0 <= 1'b0;
            pwm_out_1 <= 1'b0;
            pwm_out_2 <= 1'b0;
            pwm_out_3 <= 1'b0;
            pwm_out_0_n <= 1'b0;
            pwm_out_1_n <= 1'b0;
            pwm_out_2_n <= 1'b0;
            pwm_out_3_n <= 1'b0;
        end else if (emergency_stop) begin
            pwm_out_0 <= 1'b0;
            pwm_out_1 <= 1'b0;
            pwm_out_2 <= 1'b0;
            pwm_out_3 <= 1'b0;
            pwm_out_0_n <= 1'b0;
            pwm_out_1_n <= 1'b0;
            pwm_out_2_n <= 1'b0;
            pwm_out_3_n <= 1'b0;
        end else begin
            if (hbridge_mode_01) begin
                pwm_out_0 <= pwm_raw_0 && (deadtime_counter_01_high >= DEAD_TIME_CYCLES);
                pwm_out_1 <= pwm_raw_1 && (deadtime_counter_01_low >= DEAD_TIME_CYCLES);
                pwm_out_0_n <= !pwm_raw_0 && (deadtime_counter_01_low >= DEAD_TIME_CYCLES);
                pwm_out_1_n <= !pwm_raw_1 && (deadtime_counter_01_high >= DEAD_TIME_CYCLES);
            end else begin
                pwm_out_0 <= invert_0 ? !pwm_raw_0 : pwm_raw_0;
                pwm_out_1 <= invert_1 ? !pwm_raw_1 : pwm_raw_1;
                pwm_out_0_n <= invert_0 ? pwm_raw_0 : !pwm_raw_0;
                pwm_out_1_n <= invert_1 ? pwm_raw_1 : !pwm_raw_1;
            end
            if (hbridge_mode_23) begin
                pwm_out_2 <= pwm_raw_2 && (deadtime_counter_23_high >= DEAD_TIME_CYCLES);
                pwm_out_3 <= pwm_raw_3 && (deadtime_counter_23_low >= DEAD_TIME_CYCLES);
                pwm_out_2_n <= !pwm_raw_2 && (deadtime_counter_23_low >= DEAD_TIME_CYCLES);
                pwm_out_3_n <= !pwm_raw_3 && (deadtime_counter_23_high >= DEAD_TIME_CYCLES);
            end else begin
                pwm_out_2 <= invert_2 ? !pwm_raw_2 : pwm_raw_2;
                pwm_out_3 <= invert_3 ? !pwm_raw_3 : pwm_raw_3;
                pwm_out_2_n <= invert_2 ? pwm_raw_2 : !pwm_raw_2;
                pwm_out_3_n <= invert_3 ? pwm_raw_3 : !pwm_raw_3;
            end
        end
    end
endmodule
==> results.txt <==
impl run done, here's what came out: status finished, violations left, failing checks setup timing, MaxCap Viol Count 0, PwrDens 20.7 mW/mm^2, Row Count 129, gr ovfl total 0, Synth Area per Inst 7.67 um^2, area delta synth->final 47.6%, yosys cell count 8192, Most common reg cell dfrtp_1, Routed Antenna Nets 0, vias in the first global route 69800, Routed WL per cell 21.1 um, Worst VDD drop 0.0560 mV, CTS Hold Buffers Added 0, synth unique cells 106, Mapped Cells 8192, Port Buf Inserts 166, clock-pin slew on the worst setup and hold paths 0.07 ns, top cells, area ha_1, fa_1, dfrtp_1, post-placement cell count 12100, Design Power 1920 uW, DP Worst Slack -42.74 ns, fp util 50.6%, reg2reg path depth 33, antenna violations before repair 5, clk sink count 281, core footprint 0.124 mm^2, cts bufs inserted 27, chip area 0.127 mm^2, RSZ-0062 raised after global routing true, worst setup path category in -> reg, Clock Latency Late Sink 0.60 ns, Filler cells 8583, Final Hold Vio Count 0, Post-synth seq share 11.3%, fmax 0.0164 GHz, count of tool warnings 35, Data arrival, critical path 61.51 ns, hold path endpoint duty_0_current[5]$_DFFE_PN0P_, Critical R2R Capture counter_1[11]$_DFF_PN0_, fin. max-slew vios 0, Tightest Hold Check Type reg -> reg, IO Pins 167, slowest stage delay, CP 0.50 ns, Leak Pwr 0.0465 uW, worst min-delay path startpoint duty_0_next[5]$_DFF_PN0_, Worst Tran Pin Value 1.16 ns, Tcrit/Tclk final 273%, crit path buf inv count 79, DRT iter0 DRCs 5601, Hold Path Depth 2, die width 356 um, reg-to-reg startpoint actual_period[0]$_DFFE_PN1P_, clk buf depth 3, DP HPWL 206000 um, drt drc 0, worst setup margin -38.68 ns, YS warnings 1, yosys stat area 0.0628 mm^2, Worst slew margin 22.2%, Worst Setup Start Kind input port, Top cell by count, worst path buf_4, clock skew 0.0196 ns, asr flop ratio synth 100%, Hold WS 0.447 ns, root buf cell clkbuf_16, r2r setup slk 12.59 ns, required time of the critical path 22.82 ns, Top delay family on crit path AND-OR/OR-AND gates, largest net degree at the start of global routing 106, Final setup viols 16, WL final 264000 um, Synth top area share 17.4%, setup TNS -338.95 ns, count of library flops with an enable pin 0, gr usage total 41.7%, Tmin final 60.98 ns, endpoint class of the critical path flop, DR pass1 iterations 7, Critical Path Slowest Stage Cell o41a_1, CTS tree yes, Placer Congestion 1.10, share of cells above drive strength 1 34.6%, Post-synth regs 281, DR vias/cell 5.79, Non-Filler Instances 12500, Post-Syn Area 0.0628 mm^2, Die H 356 um, first-pass GRT wire length 398000 um, H-Tree Level Count 1, via count 72400, Yosys top cell by area ha_1, worst-path fanout max 13
==> Yosys cell counts (29+ instances only) <==
library cell    n
nor2_1        673
clkbuf_1      212
nor2b_1        96
o31ai_1        64
a21oi_1       569
a21boi_0       51
xor2_1        188
mux2i_1        31
and3_1         65
fa_1          340
nand3_1       182
and2_1        289
a21o_1        233
mux2_2        120
nand4_1        53
or2_2          42
nand2b_1       93
a211o_1        33
a211oi_1       62
dfrtp_1       249
o21bai_1       63
ha_1          873
or3_1          62
o211ai_1       70
dfstp_2        32
nand2_1       946
a31oi_1        95
nor4_1         42
nor3_1        171
o21a_1        147
buf_1          29
xnor2_1       351
o21ai_0       490
inv_1         682
==> per-stage QoR <==
stage          area [um^2]  utilization [%]
6_report             92700             74.7
4_1_cts              90700             73.1
3_5_place_dp         85100             68.5
2_1_floorplan        65300                -
3_3_place_gp         85100             68.5
5_1_grt              92700             74.7
==> layout by cell type, fill, tap and decap left out, drive strengths merged, types with 97 or more instances in the layout <==
cell type | Yosys | routed
xnor2 | 351 | 351
dfrtp | 249 | 249
nor3 | 173 | 173
ha | 873 | 873
nand2 | 950 | 951
a21oi | 570 | 570
mux2 | 121 | 121
inv | 682 | 688
a31oi | 97 | 97
and2 | 291 | 291
buf | 56 | 2725
nor2 | 674 | 674
o21a | 147 | 147
xor2 | 188 | 188
fa | 340 | 340
nand3 | 182 | 182
a21o | 233 | 233
o21ai | 506 | 506
clkdlybuf4s50 | 0 | 139
==> layout make-up <==
cell class | instances | area (um^2) | share of cell area (%)
Multi-Input combinational cell | 6962 | 57200 | 61.7
Timing Repair Buffer | 2893 | 22900 | 24.7
Sequential cell | 281 | 7070 | 7.63
Inverter | 682 | 2560 | 2.76
Tap cell | 1637 | 2050 | 2.21
Clock buffer | 29 | 683 | 0.737
Clock inverter | 21 | 244 | 0.263
Antenna cell | 8 | 20.0 | 0.0216
==> state kept, by name (all words and copies together) (netlist names), 8 cells and up <==
signal and flops:
deadtime_counter_23_high 8, duty_0_current 16, counter_2 16, duty_0_next 16, counter_0 16, pwm_period_next 16
pwm_counter 16, counter_1 16, counter_3 16, duty_3_current 16, deadtime_counter_01_high 8, deadtime_counter_23_low 8
duty_1_next 16, duty_2_next 16, actual_period 16, duty_3_next 16, deadtime_counter_01_low 8, duty_1_current 16
duty_2_current 16
==> logic make-up (layout without fill, tap and decap cells) <==
logic type | after synthesis | after routing | synth area share, %
other cells | 1 | 9 | 0.00597
mux | 152 | 152 | 2.67
simple gates | 2809 | 2810 | 21.1
fa+ha+maj | 1213 | 1213 | 28.2
xor+xnor | 539 | 539 | 7.51
compound gates | 2247 | 2247 | 23.5
flops | 281 | 281 | 11.3
buf+inv | 950 | 3625 | 5.73
==> repair_timing <==
item                       CTS  global route
pin swaps                  276           213
setup endpoints to repair   16            16
gates resized              565           327
setup buffers              268           103
gates cloned                 7             1
==> tightest hold or removal path, cell delays in order, from the launching register on <==
cell and delay, ns:
dfrtp_1 0.32, nand2_1 0.04, o21ai_0 0.06
==> routing by layer <==
| layer | wire, um | track usage [%] | vias to the layer above |
|---|---|---|---|
| li1 | - | - | 34300 |
| met1 | 111000 | 58.0 | 34200 |
| met2 | 114000 | 63.4 | 3271 |
| met3 | 25300 | 10.3 | 660 |
| met4 | 13500 | 16.3 | 10 |
| met5 | 214 | 1.26 | - |
==> report_power, final <==
| group | internal [uW] | switching (uW) |
|---|---|---|
| sequential | 533 | 14.2 |
| clock | 265 | 221 |
| combinational | 428 | 454 |
==> worst max path at each step <==
| stage | from | endpoint | cells past startpoint |
|---|---|---|---|
| 4_1_cts | pwm_frequency[8] | pwm_period_next[0]$_DFFE_PN1P_ | 295 |
| 5_1_grt | pwm_frequency[8] | pwm_period_next[0]$_DFFE_PN1P_ | 305 |
| 6_report | pwm_frequency[20] | pwm_period_next[0]$_DFFE_PN1P_ | 306 |
Power and IR drop assume default switching activity.
